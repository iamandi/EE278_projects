===== ./run.sh =====
#!/bin/bash
# OpenROAD 26Q1-2900-gdf79404cd8, Yosys 0.63+post, stock flow scripts
make -C /OpenROAD-flow-scripts/flow DESIGN_CONFIG=/design/flow/config.mk WORK_HOME=/design/flow/orfs finish

===== ./config.mk =====
export PLATFORM = sky130hd
export DESIGN_NAME = filter_tree
export DESIGN_NICKNAME = filter_tree
export VERILOG_FILES = /design/flow/design.v
export SDC_FILE = /design/flow/constraint.sdc
export NUM_CORES = 4
export LEC_CHECK = 1
export CORE_UTILIZATION = 50

===== ./constraint.sdc =====
current_design filter_tree

set clk_period 27.9
set clk_io_pct 0.2

create_clock -name clk0 -period $clk_period

set non_clock_inputs [all_inputs -no_clocks]
set_input_delay [expr $clk_period * $clk_io_pct] -clock clk0 $non_clock_inputs
set_output_delay [expr $clk_period * $clk_io_pct] -clock clk0 [all_outputs]

===== ./design.v =====
module dff(clk,rst,a,q);
	input clk,rst;
	input signed [63:0] a;
	output signed [63:0] q;
	reg signed [63:0] q;
	always@(posedgeclk or posedgerst) begin
		if(rst) begin
			q <= 0;
		end else begin
			q <= a;
		end	
	end
endmodule
module add(out,a,b);
	output signed [63:0] out;
	input signed [31:0] a;	
	input signed [31:0] b;
	assign out = a + b;		
endmodule
module filter_tree(clk,rst,a,b);
	input clk,rst;
	input signed [15:0] a; 
	output signed [63:0] b; 
	wire signed [63:0] b1,b2,b3,b4,b5,b6,b7,b8,b;
	wire signed [15:0] d1,d2,d3,d4,d5,d6,d7,d8;
	wire signed [63:0] F1,F2,F3,F4,F5,F6,F7,F8,F9,F10; 
	add a1 (b1,a*-409,d1*769);
	add a2 (b2,d2*8928,d3*24337);
	add a3 (b3,d4*32767,d5*24337);
	add a4 (b4,d6*8928,d7*769);
	add a5 (b6,F1,F2);
	add a6 (b7,F3,F4);
	add a7 (b8,F6,F7);
	add a8 (b,F9,F10);
      assign b5 = d8 * -409;
	dff  f1 (clk,rst,a,d1);
	dff  f2 (clk,rst,d1,d2);
	dff  f3 (clk,rst,d2,d3);
	dff  f4 (clk,rst,d3,d4);
	dff  f5 (clk,rst,d4,d5);
	dff  f6 (clk,rst,d5,d6);
	dff  f7 (clk,rst,d6,d7);
	dff  f8 (clk,rst,d7,d8);
	dff  f9 (clk,rst,b1,F1);
	dff  f10 (clk,rst,b2,F2);
	dff  f11 (clk,rst,b3,F3);
	dff  f12 (clk,rst,b4,F4);
	dff  f13 (clk,rst,b5,F5);
	dff  f14 (clk,rst,b6,F6);
	dff  f15 (clk,rst,b7,F7);
	dff  f16 (clk,rst,F5,F8);
	dff  f17 (clk,rst,b8,F9);
	dff  f18 (clk,rst,F8,F10);
endmodule

==> results.env <==
WL_PER_CELL_UM=17.9
MET1_LENGTH_UM=41600
OVERALL_DIE_WIDTH_UM=278
PLACE_INST=5382
MIN_TO='b[22]'
FINAL-COMB-AREA_UM2=33300
PLACEMENT.IO_BUFFERS=81
LAYOUT-AREA-OVERHEAD-VS-SYNTH_PCT=5.30
TIMING.CRITICAL_PATH.SLOWEST_STAGE_CELL='clkdlybuf4s50_1'
PERIOD_MINUS_SLACK_NS=26.48
WARNING_COUNT=67
NUM_ROWS=100
POST_SYNTH_INST_COUNT=4356
POST_CTS.REPAIR.SETUP_BUFFERS=0
MAX_CLK_RATE_MHz=37.8
TIGHTEST_SLEW_NS=0.902
PATH_COMMON_CELL='ha_1'
TIMING.HOLD.WORST.START='rst'
TIMING.SETUP.CRITICAL_PATH_CLASS='in -> out'
GRT_FIRST_PASS_WIRELENGTH_UM=154000
SLEW-LIMIT-HEADROOM=0.391
TIMING_HOLD_VIOLATIONS_FINAL=0
RESIDUAL_ANTENNA_VIOLATING_NET_COUNT_AFTER_DETAILED_ROUTING=0
DIE_AREA_UM2=77500
WORST_HOLD_PATH_TYPE='in -> out'
CATEGORY_OF_THE_WORST_SETUP_PATH_LAUNCH_POINT='primary input'
CORE_AREA_UM2=75100
PIN_COUNT_OF_THE_BIGGEST_NET_ENTERING_GLOBAL_ROUTING=61
SEQ_CELLS=0
MET3_WIRELENGTH_UM=6570
SYNTH_SEQ_SHARE=0
AREA.SEQUENTIAL_UM2=0
N_CLOCK_BUFFER=0
OVERFLOW=0
WORSTPATHBUFFERINVERTERCOUNT=9
PLACE_CONGESTION=0.963
RSZ_0062_RAISED_AFTER_GLOBAL_ROUTING='no'
CP.DEPTH=56
LAYOUT_TOP_CELL_EXCL_FILL_TAP='inv_1'
DR_TOTAL_VIAS=27300
SETUP-TNS-FINAL_NS=0
SYNTH_STAT.CELLS=4356
INSERTEDDIODECOUNT=0
GRT_PASS1_VIAS=27200
DRIVE_ABOVE_1_SHARE=0.0193
AVGVIACOUNTPERCELL=5.07
YS_AREA_UM2=38200
SYNTH.DISTINCT_CELLS=77
CRIT_FAMILY='adder cells'
DRT_ITER0_DRC=1343
STARTPOINT='a[5]'
LAYOUT_TOP_CELLS_EXCL_FILL_TAP='inv_1, ha_1, fa_1'
MET2_LENGTH_UM=44900
TIMING.FINAL.CRIT_SHARE=0.949
DPL.HPWL_UM=86200
FP_UTIL=0.509
FINAL-INSTANCE-COUNT-EXCL-FILL=5382
DRV.MAX_CAP_VIOLATION_COUNT=0
MAXSLEWVIOLCOUNT=0
WORSTHOLDPATHCELLS=6
SYNTH.CELL_AREA_UM2=38200
CP.REQUIRED_NS=22.32
POST_SYNTH.CELL_AREA_AVG_UM2=8.77
POST-ROUTE-DRC-COUNT=0
HOLDBUFCOUNTCTS=0
CTS.REPAIR.RESIZED=0
CAPTURING_ELEMENT_TYPE_OF_THE_CRITICAL_PATH='output pin'
OUTCOME='complete, no violations'
CP_MAX_FO=32
BOUNDARYPINS=82
SYNTH.YOSYS.WARNINGS=25
GLOBAL_ROUTE.USAGE.TOTAL=0.279
NUM-FILL-CELLS=7069
HIGHEST_LAYER='met4'
ANTENNA_FOUND_INITIAL=0
DIE_HEIGHT_UM=278
FINAL-SETUP-VIOL-COUNT=0
ROUTED_WIRELENGTH_UM=96600
CRIT_PATH_MAX_INCR_DELAY_NS=0.90
DR.PASS1.ITERS=5
CRIT_ARRIVAL_NS=20.90
[metal layers]
metal	up-vias	GRT usage
met5	-	0
met4	0	0.0748
met3	66	0.0682
met2	624	0.433
met1	12900	0.408
li1	13700	-
[cells in the mapped netlist, drive strengths merged, types with 4 or more instances]
master	count	area [um^2]
a2111oi	6	65.1
a211o	6	52.6
a211oi	17	143
a21boi	13	97.6
a21o	96	721
a21oi	204	1030
a31oi	10	62.6
a41oi	10	87.6
and2	8	50.1
and3	22	138
and3b	4	35.0
and4	5	43.8
buf	39	267
clkbuf	33	124
fa	688	13800
ha	775	9700
inv	1216	4560
mux2i	4	40.0
nand2	105	394
nand2b	49	307
nand3	40	200
nand4	19	119
nor2	312	1170
nor2b	54	338
nor3	63	315
nor3b	4	30.0
o211a	4	40.0
o211ai	9	67.6
o21a	30	225
o21ai	119	607
o21bai	43	327
o31ai	5	37.5
o41ai	5	58.8
or2	7	43.8
or3	5	31.3
xnor2	189	1660
xor2	92	806
[logic make-up after synthesis]
family                     after synthesis  synth area share
adders and majority gates             1463             0.614
buffers and inverters                 1288             0.130
muxes                                    4           0.00105
xor gates and xnor gates               283            0.0658
other                                    2          0.000197
AOI/OAI and AO/OA                      608             0.103
and+or+nand+nor                        708            0.0863
[stage by stage]
stage	setup slack (ns)	hold slack, ns	util	area [um^2]
4_1_cts	1.55	12.59	0.536	40200
6_report	1.42	12.57	0.536	40200
5_1_grt	0.444	12.66	0.536	40200
2_1_floorplan	1.98	11.47	-	38200
3_5_place_dp	1.63	12.59	0.536	40200
3_3_place_gp	1.69	12.59	0.536	40200
[layout make-up]
class	instances	area share
multi-input combinational	3068	0.827
inverter	1216	0.114
tap	969	0.0301
timing repair buffer	129	0.0291
[worst max-delay path by stage]
stage / end / slack [ns]
global route: b[46] / 0.44
CTS: b[48] / 1.55
finish: b[48] / 1.42
